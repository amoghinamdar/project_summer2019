===== flow/design.v =====
module sipo(clk,rst,a,q);
input clk,rst;
input a;
output [31:0]q;
wire [31:0]q;
reg [31:0]temp;
always@(posedge clk,posedge rst)
begin
    if(rst==1'b1)
         temp<=32'b0000;
    else
    begin
        temp<=temp<<1'b1; 
        temp[0]<=a;
    end
end
assign q = temp;
endmodule

===== flow/run.sh =====
#!/bin/bash
# OpenROAD 26Q1-2900-gdf79404cd8, Yosys 0.63+post, stock flow scripts
make -C /OpenROAD-flow-scripts/flow DESIGN_CONFIG=/design/flow/config.mk WORK_HOME=/design/flow/orfs finish

===== flow/config.mk =====
export PLATFORM = sky130hd
export DESIGN_NAME = sipo
export DESIGN_NICKNAME = sipo
export VERILOG_FILES = /design/flow/design.v
export SDC_FILE = /design/flow/constraint.sdc
export NUM_CORES = 4
export LEC_CHECK = 1
export CORE_AREA = 10 10 85 85
export DIE_AREA = 0 0 95 95

===== flow/constraint.sdc =====
current_design sipo

set clk_period 1.0
set clk_io_pct 0.2

create_clock -name clk0 -period $clk_period [get_ports {clk}]

set non_clock_inputs [all_inputs -no_clocks]
set_input_delay [expr $clk_period * $clk_io_pct] -clock clk0 $non_clock_inputs
set_output_delay [expr $clk_period * $clk_io_pct] -clock clk0 [all_outputs]

==> GITHUB_STEP_SUMMARY <==
## PnR job results

| Metric | Value |
|---|---|
| Floorplan utilization | `14.7%` |
| Worst hold slack | `266 ps` |
| Switching Share | `20.3%` |
| Congestion Overflow GR | `0` |
| H-tree depth | `2` |
| Flop pwr share | `55.1%` |
| OpenROAD warnings | `26` |
| Clock Skew | `4.18 ps` |
| Synth cell types | `2` |
| Worst R2R Setup Slack | `280 ps` |
| Chip area in the Yosys report | `805 sq um` |
| Remaining antenna violation count after routing | `0` |
| Comb pwr share | `5.6%` |
| Post-layout period usage | `97.6%` |
| Maximum clock insertion buffer count | `2` |
| Syn Inst Count | `33` |
| Vias in the first global route | `523` |
| Max FO, Critical Path | `2` |
| Max_cap viols | `0` |
| Max Fclk | `1.02 GHz` |
| RSZ-0062 raised after global routing | `yes` |
| Initial drt markers | `12` |
| Worst path top cell family by delay | `flip-flops` |
| Clk sink count | `32` |
| Residual DRC | `0` |
| Core footprint | `5470 sq um` |
| Multi-input gates | `0` |
| WP data required | `800 ps` |
| Detailed Routing Iterations Pass 1 | `2` |
| Setup violators final | `0` |
| Vias/cell | `2.93` |
| I/O Buffers | `34` |
| Area of the mapped netlist | `805 sq um` |
| DRT Wirelength | `1.70 mm` |
| Cell Chain, Critical Path | `buf_2` |
| Filler cell count | `601` |
| Slowest cell on crit path | `dfrtp_1` |
| Slew headroom | `88.9%` |
| Clk root buf | `clkbuf_8` |
| Die area | `9030 sq um` |
| Max reg flops | `32` |
| Detailed-route via count | `483` |
| Clock Power Share | `39.3%` |
| Crit path DAT | `780 ps` |
| Setup Crit Path Kind | `reg -> out` |
| Worst R2R Path Depth | `2` |
| Startpoint Class | `flop` |
| Multi-input gate area | `0 sq um` |
| Final hold vios | `0` |
| Most frequent cells in the layout | `buf_2, dfrtp_1, buf_4` |
| RR Endpoint | `temp[22]` |
| Seq cells post-synth | `32` |
| Register share after synthesis | `99.5%` |
| Leak pwr | `0.000646 uW` |
| First-pass GRT wire length | `2.51 mm` |
| Yosys Instances | `33` |
| Internal power | `2010 uW` |
| Clock transition at the registers of the reported paths | `60 ps` |
| IO Pins | `35` |
| Max-slew violation count | `0` |
| Psw | `512 uW` |
| Ant. Diodes | `0` |
| Critical Path Start | `temp[7]` |
| CTS buffer count | `5` |
| Initial antenna violation count | `0` |
| Die height | `95 um` |
| Max incr delay on CP | `390 ps` |
| CP Capture Type | `output port` |
| Outcome | `completed` |
| Biggest regs | `temp (32)` |
| CTS tree | `done` |
| Mean Syn Cell Area | `24.4 sq um` |
| Largest net degree at the start of global routing | `33` |
| Insertion delay at the late pin of the worst-skew pair | `270 ps` |
| Gpl congestion | `0.692` |
| Worst r2r src | `temp[21]` |
| Cell Pwr Density | `1910 nW/um^2` |
| Die width | `95 um` |
| CP bufs+invs | `1` |
| Share of post-route cells with drive strength above 1 | `62.4%` |
| Synth warn | `1` |
| Rows | `27` |
| Gr usage total | `3.51%` |
| Per-cell routed wire length | `10.3 um` |
| Slew @ Worst Pin | `167 ps` |
| Peak supply drop | `0.000846 V` |
| Min Tclk post-route | `976 ps` |
| HP Class | `in -> async` |
| Area Overhead vs Synth | `64.1%` |
| Register with the most flip-flops | `temp` |
| Core Util, Final | `24.1%` |
[cell usage after synthesis (all sizes together)]
cell type | instances | area share [%]
dfrtp | 32 | 100
inv | 1 | 0.47
[cell type report]
type / instances / area, sq um / area share, %
clock inverters: 2 / 15.0 / 1.14
inverters: 1 / 3.75 / 0.284
clock buffers: 6 / 82.6 / 6.26
flip-flops and latches: 32 / 801 / 60.7
repair buffers: 52 / 328 / 24.8
well taps: 72 / 90.1 / 6.82
[tightest hold or removal path: stages]
cell             delay, ps
clkdlybuf4s50_1        400
inv_1                   90
buf_12                 200
[how the worst max path moves through the flow]
stage	depth (start not counted)	endpoint
after CTS	1	q[5]
after global routing	1	q[0]
final	1	q[7]
[layer usage]
metal | GRT usage, % | share of wire, % | up-vias
met1 | 3.55 | 40 | 237
met2 | 4.86 | 41 | 30
met4 | 0.748 | 0 | 0
li1 | - | - | 216
met5 | 0 | 0 | -
met3 | 3.85 | 20 | 0
[power groups by stage]
stage	logic [uW]	registers, uW	clock network, uW
finish	143	1390	992
CTS	140	1390	1040
global route	163	1400	1120
[metrics by stage]
| step | power (uW) | setup slack (ps) | instances | setup TNS, ps | area, sq um |
|---|---|---|---|---|---|
| 5_1_grt | 2680 | -28.0 | 165 | -201 | 1320 |
| 3_5_place_dp | 1590 | -12.4 | 142 | -54.4 | 1270 |
| 4_1_cts | 2570 | 6.20 | 161 | 0 | 1290 |
| 6_report | 2520 | 23.8 | 165 | 0 | 1320 |
| 2_1_floorplan | 1410 | 109 | 33 | 0 | 805 |
| 3_3_place_gp | 1580 | -4.37 | 142 | -15.1 | 1270 |
[cells by family after synthesis]
family                 after synthesis  share of synthesized area [%]
buffers and inverters                1                          0.466
flip-flops                          32                           99.5
[repair_timing]
action,in CTS,in global routing
pin swaps,0,0
endpoints found under the hold margin,0,0
resized,96,0
setup endpoints to repair,32,22
hold buffers,0,0
setup buffers,11,4
Power figures rest on the tool's default switching activity, not on a simulated workload.
