### ./config.mk
export PLATFORM = sky130hd
export DESIGN_NAME = slv_reg
export DESIGN_NICKNAME = slv_reg
export VERILOG_FILES = /design/flow/design.v
export SDC_FILE = /design/flow/constraint.sdc
export NUM_CORES = 4
export LEC_CHECK = 1
export CORE_AREA = 10 10 205 205
export DIE_AREA = 0 0 215 215
### ./design.v
module Clock_divider(reset,clock_in,clock_out
    );
input reset;
input clock_in;  
output reg clock_out;  
reg[27:0] counter=28'd0;
parameter DIVISOR = 28'd16000;  
always @(posedge clock_in or posedge reset)
begin
  if(reset)
    begin
        clock_out   <= 1'b0;
        counter     <= 28'd0;
    end
  else if(counter>=(DIVISOR-1))
    begin
        counter     <= 28'd0;
        clock_out   <= ~clock_out;  
    end
  else
      counter <= counter + 28'd1;
end
endmodule
module DFlipFlop_SyncReset(D,clk,sync_reset,Q);
input D;  
input clk;  
input sync_reset;  
output reg Q;  
always @(posedge clk) 
begin
 if(sync_reset==1'b1)  
  Q <= 1'b0; 
 else 
  Q <= D; 
end 
endmodule
module parallel_in_serial_out ( din,clk_out ,reset ,load ,dout);
output dout;  
wire dout;
input [31:0] din ;  
input clk_out ;  
input reset ;  
input load ;  
reg [31:0]temp;  
assign dout = temp[31];
always @ (posedge (clk_out)) begin
if (reset)
    temp <= 0;
else if (load)
    temp <= din;  
else begin
    temp <= {temp[30:0],1'b0};  
end
end
endmodule
module slv_reg(
        input [31:0] reg0,  
        input [31:0] reg1, 
        input [31:0] reg2,
        input [31:0] reg3,
        input [31:0] reg4,
        input [31:0] reg5,
        input [31:0] reg6,
        input [31:0] reg7,
        input [31:0] reg8,
        input [31:0] reg9,
        input [31:0] reg10,
        input sysclk,  
        output tcclk_out,
        output sout
    );
    parameter   s1=4'd1,
                s2=4'd2,
                s3=4'd3,
                s4=4'd4,
                s5=4'd5,
                s6=4'd6,
                s7=4'd7,
                s8=4'd8,
                s9=4'd9,
                s10=4'd10;
    parameter TRUE = 1'b1,
              FALSE = 1'b0;
wire reset;
assign reset = reg0[1];
 reg load;    
 reg [31:0]temp;  
 reg [3:0]state;   
 reg [5:0] counter;  
 reg [3:0] load2;  
 wire clk_out;  
 assign tcclk_out = clk_out & reg0[0];  
 reg load3;  
 wire dout; 
 assign sout = dout & reg0[0] & load3;  
Clock_divider dut(reset,sysclk,clk_out);  
always @(posedge sysclk)
begin    
    case(state)  
    s1:
        begin 
            temp <=reg1; 
        end
    s2:
        begin
        temp <= reg2;   
        end
    s3:
        begin
        temp <= reg3;      
        end
     s4:
        begin
        temp <= reg4;    
        end
     s5:
        begin
        temp <= reg5;   
        end
    s6:
        begin
        temp <= reg6;   
         end
   s7:
        begin
        temp <= reg7;   
        end
   s8:
        begin
        temp <= reg8;   
        end
   s9:
        begin
        temp <= reg9;  
        end
   s10:
        begin
        temp <= reg10;   
        end
   endcase
end
always @(posedge load or posedge reset)  
begin
    if(reset)
        load2 <= 0;
    else if(load2 > 10)
        load2 <= 0;
    else 
        load2 <= load2 +1;
end
always @(posedge tcclk_out or posedge reset)
begin
if(reset)
    begin
    counter <= 0;
    load <= FALSE;
    end
else if(counter > 30)
   begin
    counter <= 0; 
    load<=TRUE; 
    end
else
begin
    counter <= counter +1;
    load <=FALSE;   
end
end
wire Q;
wire Q1;
reg [31:0] temp1;
DFlipFlop_SyncReset sut(load,tcclk_out,reset,Q);  
DFlipFlop_SyncReset tut(Q,tcclk_out,reset,Q1);
always @(posedge tcclk_out)
begin
    if(Q1)
        temp1 <= temp;  
end
 parallel_in_serial_out uut( temp1,tcclk_out ,reset ,load ,dout);
always @(posedge load or posedge reset)
begin
        if(reset)
            begin
            state <= s1;
            load3 <= FALSE;
            end
        else if(state > 9)
           begin
           state <= s1;        
            load3 <= TRUE;  
           end
       else if(load2 < 1)
       begin
            state <= s1;
            load3 <= FALSE;
        end
        else
        begin
            state <= state +1;
            load3 <= TRUE;
        end
end 
endmodule
### ./run.sh
#!/bin/bash
# OpenROAD 26Q1-2900-gdf79404cd8, Yosys 0.63+post, stock flow scripts
make -C /OpenROAD-flow-scripts/flow DESIGN_CONFIG=/design/flow/config.mk WORK_HOME=/design/flow/orfs finish
### ./constraint.sdc
current_design slv_reg

set clk_period 3.5
set clk_io_pct 0.2

create_clock -name clk0 -period $clk_period [get_ports {sysclk}]

set non_clock_inputs [all_inputs -no_clocks]
set_input_delay [expr $clk_period * $clk_io_pct] -clock clk0 $non_clock_inputs
set_output_delay [expr $clk_period * $clk_io_pct] -clock clk0 [all_outputs]
==> metrics.csv <==
metric,value,unit
area grow syn2layout,58.29,%
Synth cell types,56,
Final Non-Filler Cells,1474,
I/O pin count,355,
Min Hold Slack,0.4681,ns
TritonCTS Buffers,9,
hold path depth,1,
CTS tree,done,
Post-CTS Setup Bufs,0,
hold buffer count at CTS,0,
Rows,71,
Worst Hold Class,flip-flop to flip-flop,
Overflow after GRT,0,
Post-Syn Area,0.007179,mm2
DRC violations left,0,
Final Max Slew Viols,0,
Crit-path slowest cell,clkdlybuf4s50_1,
final instance area,0.01136,mm2
initial antenna violation count,0,
Post-synth top cells,"edfxtp_1 (64), mux2i_1 (54), nor2_1 (54)",
ys cells,640,
LEAKAGE,4.059,nW
DR iter-0 viols,606,
layout cell share with drive strength beyond 1,6.542,%
via count,6522,
met1 Track Usage GR,19.01,%
worst r2r path cells,6,
yosys warns,4,
H-tree levels,3,
sequential element share of the synthesized area,51.95,%
Crit path required time,2.80,ns
first-pass GRT wire length,46.83,mm
fin crit share,76.14,%
final tally of setup violations,0,
clock latency (worst-skew pair),0.33,ns
Wirelength per Cell,22.28,um
setup TNS,0,ns
Setup crit end kind,output port,
Flops after synth,143,
outcome,completed,
Achievable Freq,375.3,MHz
DIE WIDTH,215,um
chip height,215,um
Pre-Place Util,19.11,%
top cells by area,"edfxtp_1 (27%), dfrtp_1 (15%), dfxtp_1 (9.5%)",
CTS Root Cell,clkbuf_16,
grt met2 use,23.00,%
cts repair resizes,0,
"Reg clk slew, reported paths",0.06,ns
Vias/cell,4.425,
chip area,0.04623,mm2
Max VDD drop,0.0001746,V
Synth area leader,edfxtp_1,
Slew Limit Headroom,46.60,%
largest net degree at the start of global routing,74,
Pwr Total,0.002213,W
"most used cell, CP",clkdlybuf4s50_1,
CP max stage delay,0.57,ns
CP Max Fanout,2,
chip area line of the yosys report,0.007179,mm2
met3 Use GR,3.503,%
Post-synth top flop,edfxtp_1,
CP cell instances,clkdlybuf4s50_1 > and2_2 > clkdlybuf4s50_1,
length of the first detailed-routing pass in iterations,6,
Mapped Avg Cell Area,11.22,um2
Mapped Cells,640,
Antenna Nets Post-Route,0,
RSZ-0062 raised after global routing,false,
Largest type area fraction,26.77,%
RePlAce Congestion,0.9112,
endpoints left unconstrained,146,
Max-Cap Viols,0,
clk_skew,0.004634,ns
count of unclocked register or latch pins,82,
core area,0.03758,mm2
asr flop ratio synth,31.47,%
Period minus WS final,2.665,ns
tool warnings,61,
Yosys top cell by instances,edfxtp_1,
"Hold Violations, Final",0,
power per cell area,194.7,mW/mm2
Inst Count DP,1458,
GRT Max-Usage Layer,met2,
vias in the first global route,6802,
flip-flops with a built-in enable,64,
HPWL after DPL,25.88,mm
Longest Clk Path Bufs,2,
antenna cells,0,
Detailed Route WL,32.85,mm
worst-margin pin slew,0.8011,ns
port bufs,324,
Tot GR Track Use,13.94,%
WS Path Type,input port to output port,
critical path arrival,1.96,ns
Startpoint Class,input port,
placed cell areas,0.01105,mm2
area by class of cell:
class | count | area, um2
Inverter | 30 | 112.6
Sequential cell | 143 | 3734
Multi-Input combinational cell | 429 | 3161
Tap cell | 511 | 639.4
Clock buffer | 11 | 275.3
Fill cell | 3869 | 26210
Timing Repair Buffer | 345 | 3401
Clock inverter | 5 | 42.54
flip-flops by register name (all words and copies together) (netlist names):
register       count
dut.clock_out      1
uut.temp          32
load3              1
temp              32
counter            6
load2              4
tut.Q              1
temp1             32
dut.counter       28
sut.Q              1
state              4
load               1
routing by layer:
| metal | vias up | part of all wire (%) |
|---|---|---|
| li1 | 3105 | - |
| met1 | 3162 | 43 |
| met2 | 242 | 48 |
| met3 | 13 | 7.5 |
| met4 | 0 | 1.2 |
| met5 | - | 0 |
critical path: cells and delay by family:
kind | cells | cell delay, ns
buffers and inverters | 2 | 1.06
and+or+nand+nor | 1 | 0.19
kinds of logic (layout without fill, tap and decap cells):
kind of cell,count (synthesis),in the layout,synth area share [%]
other,1,14,0.05223
DFF,143,143,51.95
and+or+nand+nor,144,144,10.28
muxes,54,54,7.529
xor gates and xnor gates,17,17,2.074
AOI/OAI and AO/OA,190,190,21.38
adders and majority gates,10,10,1.743
buffers and inverters,81,391,4.984
placed cells by master, fill, tap and decap left out, types with 11 or more instances in the layout:
cell type,synthesis,layout
conb_1,1,14
edfxtp_1,64,64
a222oi_1,27,27
nand3_1,11,11
inv_1,30,30
buf_4,4,21
mux2i_1,54,54
dfrtp_1,44,41
a21oi_1,20,20
clkdlybuf4s50_1,0,324
nand2_1,20,20
a221oi_1,18,18
o221ai_1,12,12
a22o_1,21,21
clkbuf_16,0,11
nor2_1,54,54
dfxtp_1,34,34
a22oi_1,27,27
o22ai_1,15,15
worst paths after layout:
path / startpoint / to / slack [ns]
max in group asynchronous: reg0[1] / dut.counter[18]$_DFF_PP0_ / 1.97
max reg2reg: dut.counter[0]$_DFF_PP0_ / dut.clock_out$_DFFE_PP0P_ / 1.54
min in group asynchronous: reg0[1] / dut.counter[8]$_DFF_PP0_ / 1.16
min reg2reg: dut.clock_out$_DFFE_PP0P_ / dut.clock_out$_DFFE_PP0P_ / 0.47
min: dut.clock_out$_DFFE_PP0P_ / dut.clock_out$_DFFE_PP0P_ / 0.47
max: reg0[0] / tcclk_out / 0.84
power breakdown:
group / internal, W / switching, W
combinational: 0.000362 / 0.000128
clock: 0.000575 / 0.000347
sequential: 0.000793 / 0.00000826
total: 0.00173 / 0.000483
through the flow:
| stage | utilization (%) | worst slack (ns) |
|---|---|---|
| detailed placement | 29.40 | 0.7641 |
| global route | 30.24 | 0.7854 |
| floorplan | - | 1.132 |
| CTS | 30.24 | 0.7641 |
| global placement | 29.40 | 0.7863 |
| finish | 30.24 | 0.8351 |
No activity file was given, so power comes from the tool's default toggle rates.
